--- flow/config.mk ---
export PLATFORM = sky130hd
export DESIGN_NAME = addsubled
export DESIGN_NICKNAME = addsubled
export VERILOG_FILES = /design/flow/design.v
export SDC_FILE = /design/flow/constraint.sdc
export NUM_CORES = 4
export LEC_CHECK = 1
export CORE_AREA = 10 10 70 70
export DIE_AREA = 0 0 80 80
--- flow/constraint.sdc ---
current_design addsubled

set clk_period 5.8
set clk_io_pct 0.2

create_clock -name clk0 -period $clk_period

set non_clock_inputs [all_inputs -no_clocks]
set_input_delay [expr $clk_period * $clk_io_pct] -clock clk0 $non_clock_inputs
set_output_delay [expr $clk_period * $clk_io_pct] -clock clk0 [all_outputs]
--- flow/design.v ---
module addsub4(
    output reg [3:0] y,
    input [3:0] a,
    input [3:0] b,
    input sel
  );
  always @*
  begin
    if (sel == 1) y = a + b;
    else y = a - b;
  end
endmodule
module addsubled (
  output [7:0] SEG_A,
  output [3:0] SEG_SELA,
  input [3:0] DIPSW_A,
  input [3:0] DIPSW_B,
  input PSW_D0
  );
  wire [3:0] y;
  assign SEG_SELA = 4'b1110;
  addsub4 addsub4 (
    .y(y),
    .a(DIPSW_A),
    .b(DIPSW_B),
    .sel(PSW_D0));
  bintoled bintoled (
    .led(SEG_A),
    .bin(y));
endmodule
module bintoled (
  output reg [7:0] led,
  input [3:0] bin
  );
  always @*
  begin
    case (bin)
    4'b0000: led=8'b11111100;
    4'b0001: led=8'b01100000;
    4'b0010: led=8'b11011010;
    4'b0011: led=8'b11110010;
    4'b0100: led=8'b01100110;
    4'b0101: led=8'b10110110;
    4'b0110: led=8'b10111110;
    4'b0111: led=8'b11100000;
    4'b1000: led=8'b11111110;
    4'b1001: led=8'b11110110;
    default: led=8'b00000010;
    endcase
  end
endmodule
--- flow/run.sh ---
#!/bin/bash
# OpenROAD 26Q1-2900-gdf79404cd8, Yosys 0.63+post, stock flow scripts
make -C /OpenROAD-flow-scripts/flow DESIGN_CONFIG=/design/flow/config.mk WORK_HOME=/design/flow/orfs finish
==> flow_metrics.env <==
# physical design summary
export IMPL_drc=0
export IMPL_die_area_um2=6400
export IMPL_grt_pass1_wl_um=1731
export IMPL_power_density_nw_per_um2=163.9
export IMPL_finalHoldViolCount=0
export IMPL_crit_family="buffers and inverters"
export IMPL_topCellsByArea="ha_1, buf_4, inv_1"
export IMPL_lay_top_count="clkdlybuf4s50_1"
export IMPL_slowest_stage="clkdlybuf4s50_1"
export IMPL_die_w_um=80
export IMPL_clkbuf_count=0
export IMPL_required_ns=4.64
export IMPL_ant_nets=0
export IMPL_cts_setup_buffers=0
export IMPL_crit_chain="clkdlybuf4s50_1 -> inv_1 -> ha_1 -> nor2_1 -> xor2_1 -> ha_1 -> a21oi_1 -> nand2_1 -> a21oi_1 -> or2_0 -> o2bb2ai_1 -> clkdlybuf4s50_1"
export IMPL_hold_class="in2out"
export IMPL_grt_max_degree=7
export IMPL_avgSynthCellArea_um2=7.332
export IMPL_end_kind="output pin"
export IMPL_critPathLaunchType="input pin"
export IMPL_warning_count=34
export IMPL_dr_total_vias=401
export IMPL_synth_top_area_share_pct=23.95
export IMPL_use_met2_pct=6.100
export IMPL_area_growth_pct=44.61
export IMPL_grt_met3_usage_pct=0.3409
export IMPL_ys_cells=57
export IMPL_slew_violations=0
export IMPL_port_buffers=16
export IMPL_regArea_um2=0
export IMPL_die_h_um=80
export IMPL_critPathBufInv=3
export IMPL_io_pins=21
export IMPL_track_usage_pct=3.098
export IMPL_grt_pass1_vias=431
export IMPL_drv_cap=0
export IMPL_drt_iter0_drc=4
export IMPL_peakVddDrop_mv=0.02673
export IMPL_layout_top_cells="clkdlybuf4s50_1, ha_1, inv_1"
export IMPL_grt_most_used_layer="met2"
export IMPL_cts_resized=0
export IMPL_syn_area_um2=417.9
export IMPL_ys_seq_share_pct=0
export IMPL_synthSimpleGateAreaFrac_pct=17.66
export IMPL_fillerInstances=395
export IMPL_ys_sh_xor_pct=10.48
export IMPL_synth_cell_type_count=23
export IMPL_fin_crit_ns=5.254
export IMPL_leakage_uw=0.0002552
export IMPL_yosys_area_share_aoi_pct=22.16
export IMPL_use_met1_pct=3.640
export IMPL_criticalPathCategory="in2out"
export IMPL_finalWorstSetupSlack_ns=0.5457
export IMPL_critPathMaxStageDelay_ns=0.51
export IMPL_worstPathMaxFanout=6
export IMPL_fp_util_pct=12.23
export IMPL_wl_per_cell_um=8.733
export IMPL_ys_area_um2=417.9
export IMPL_fmax_mhz=190.3
export IMPL_cp_arrival_ns=4.09
export IMPL_first_pass_iters=2
export IMPL_fa_ha_area_share_pct=28.74
export IMPL_grt_overflow_total=0
export IMPL_routabilityCongestion=0.8627
export IMPL_rsz0062_at_grt="no"
export IMPL_wirelength_um=1013
export IMPL_top_area_cell="ha_1"
export IMPL_finalSetupTns_ns=0
export IMPL_status="completed"
export IMPL_drive_gt1_share_pct=4.286
export IMPL_setup_viol=0
export IMPL_synth_cells=57
export IMPL_top_logic_kind="adder cells"
export IMPL_yosysWarnings=2
export IMPL_core_area_um2=3416
export IMPL_nFlopsAndLatches=0
export IMPL_row_count=21
export IMPL_comb_area_um2=360.3
export IMPL_post_place_ws_ns=0.5117
export IMPL_n_antenna_cell=0
export IMPL_avgViaCountPerCell=3.457
export IMPL_fin_crit_sh_pct=90.59
export IMPL_mux_area_share_pct=2.695
export IMPL_antenna_found_initial=0
export IMPL_postCtsHoldBufs=0
export IMPL_dp_hpwl_um=937.4
==> Yosys cell counts, types with 2 or more instances <==
cell,number
inv_1,7
a21oi_1,2
nor3_1,3
o2bb2ai_1,3
o21ai_0,3
xor2_1,3
conb_1,2
buf_4,5
nor2_1,3
nand2_1,5
xnor2_1,2
ha_1,8
==> logic make-up (layout without fill, tap and decap cells) <==
| family | count (synthesis) | in the layout |
|---|---|---|
| and+or+nand+nor | 15 | 15 |
| buffers and inverters | 13 | 23 |
| AOI/OAI and AO/OA | 12 | 12 |
| adders and majority gates | 9 | 9 |
| xor gates and xnor gates | 5 | 5 |
| other | 2 | 5 |
| muxes | 1 | 1 |
==> path summary, 6_finish.rpt <==
kind | start | to | slack [ns] | depth (start not counted)
setup / recovery | DIPSW_B[0] | SEG_A[7] | 0.55 | 12
hold / removal | DIPSW_A[0] | SEG_A[2] | 3.64 | 5
==> layout make-up <==
| class | count | area share (%) |
|---|---|---|
| inverter | 7 | 4.348 |
| tap | 46 | 9.524 |
| timing repair buffer | 16 | 26.50 |
| multi-input combinational | 47 | 59.63 |
==> metal layers <==
layer	up-vias	share of wire, %
li1	213	-
met1	178	46
met2	10	49
met3	0	4.8
met4	0	0
met5	-	0
==> through the flow <==
step	hold slack [ns]	instance area, µm²	total power [µW]	instances	util [%]
floorplan	2.651	429.2	53.99	60	-
global placement	3.647	604.3	100.6	116	17.69
detailed placement	3.636	604.3	101.7	116	17.69
CTS	3.644	604.3	102.6	116	17.69
global route	3.691	604.3	113.6	116	17.69
finish	3.641	604.3	99.08	116	17.69
==> where the power goes <==
group | switching (µW) | total (µW) | internal [µW]
sequential | 0 | 0 | 0
clock | 0 | 0 | 0
combinational | 41.4 | 99.1 | 57.7
Power is estimated from default activity; no workload was simulated.
