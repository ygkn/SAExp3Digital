$ cat /design/flow/constraint.sdc
current_design cnt500

set clk_period 3.3
set clk_io_pct 0.2

create_clock -name clk0 -period $clk_period [get_ports {CLK}]

set non_clock_inputs [all_inputs -no_clocks]
set_input_delay [expr $clk_period * $clk_io_pct] -clock clk0 $non_clock_inputs
set_output_delay [expr $clk_period * $clk_io_pct] -clock clk0 [all_outputs]
$ cat /design/flow/config.mk
export PLATFORM = sky130hd
export DESIGN_NAME = cnt500
export DESIGN_NICKNAME = cnt500
export VERILOG_FILES = /design/flow/design.v
export SDC_FILE = /design/flow/constraint.sdc
export NUM_CORES = 4
export LEC_CHECK = 1
export CORE_AREA = 10 10 70 70
export DIE_AREA = 0 0 80 80
$ cat /design/flow/design.v
module cnt10(
  output reg [3:0] q,
  output max,
  input inc,
  input CLK,
  input RSTN
  );
  always @(posedge CLK or negedge RSTN)
  begin
    if (!RSTN) begin
      q <= 0;
    end
    else begin
      if (inc) begin
        if (q == 9) begin
          q <= 0;
        end
        else begin
          q <= q+1;
        end
      end
    end
  end
  assign max = (inc == 1 && q == 9) ? 1 : 0;
endmodule
module cnt500 (
  output [3:0] q_high,
  output [3:0] q_low,
  output [4:0] q_ph,
  input start,
  input stop,
  input CLK,
  input RSTN
  );
  wire max_low;
  phase phase (
    .q(q_ph),
    .start(start),
    .stop(stop),
    .CLK(CLK),
    .RSTN(RSTN));
  cnt10 cnt10_low (
    .q(q_low),
    .max(max_low),
    .inc(q_ph[4]),
    .CLK(CLK),
    .RSTN(RSTN));
  cnt10 cnt10_high (
    .q(q_high),
    .max(),
    .inc(max_low),
    .CLK(CLK),
    .RSTN(RSTN));
endmodule
module phase(
  output reg [4:0] q,
  input start,
  input stop,
  input CLK,
  input RSTN
  );
  always @(posedge CLK or negedge RSTN)
  begin
    if (!RSTN) begin
      q <= 0;
    end
    else begin
      casex ({q,start,stop})
      7'b00000_1_x: q <= 5'b00001;
      7'b00001_x_x: q <= 5'b00010;
      7'b00010_x_x: q <= 5'b00100;
      7'b00100_x_x: q <= 5'b01000;
      7'b01000_x_x: q <= 5'b10000;
      7'b10000_x_0: q <= 5'b00001;
      7'b10000_x_1: q <= 5'b00000;
      endcase
    end
  end
endmodule
$ cat /design/flow/run.sh
#!/bin/bash
# OpenROAD 26Q1-2900-gdf79404cd8, Yosys 0.63+post, stock flow scripts
make -C /OpenROAD-flow-scripts/flow DESIGN_CONFIG=/design/flow/config.mk WORK_HOME=/design/flow/orfs finish
==> reports/results.md <==
| Parameter | This run | Unit |
|:---|:---|:---|
| Diode insertion count for antenna repair | 0 | - |
| Category of cells accounting for the largest share of critical-path delay | flip-flops | - |
| Total iterations of the first detailed-routing run | 4 | - |
| Startpoint of the lowest-slack hold path | cnt10_low.q[2]$_DFFE_PN0P_ | - |
| # H-tree levels | 1 | - |
| Chip area line of the yosys report | 619 | µm² |
| Synthesized netlist cell count | 55 | - |
| Count of cells along the worst hold path | 1 | - |
| Initial cell density of the core | 0.181 | - |
| Warning total across the stage logs | 25 | - |
| Final HPWL DP | 993 | µm |
| Post-synth regs | 13 | - |
| # Cells Yosys | 55 | - |
| Final clock period utilization by the worst path | 0.619 | - |
| Cell with the largest stage delay on the worst path | dfrtp_1 | - |
| Start point of the critical path | phase.q[4]$_DFFE_PN0P_ | - |
| Worst-case register-to-register setup slack | 1.91 | ns |
| Distinct lib cells | 25 | - |
| Post-synth design cell area | 619 | µm² |
| Worst Path Arrival | 1.38 | ns |
| Setup crit end kind | output pin | - |
| Chip footprint | 6400 | µm² |
| Max VDD drop | 0.000344 | V |
| Leading cell types by total area after synthesis | dfrtp_1, mux2_2, xnor2_1, nor3_1, nor2b_1 | - |
| Syn_area_per_cell | 11.3 | µm² |
| Count of buffers added by post-CTS timing repair for setup | 0 | - |
| Crit Path Class | flip-flop to output pin | - |
| Outcome | completed | - |
| Initial antenna violation count | 0 | - |
| Final wirelength | 1310 | µm |
| Number of clock sinks | 13 | - |
| Maximum net fanout on the critical path | 13 | - |
| TritonCTS buffer count | 3 | - |
| Critical Path Start Type | flip-flop | - |
| Worst clock skew on the final layout | 0.00695 | ns |
| Total power | 0.711 | mW |
| Sequential fraction of the synthesis area | 0.525 | - |
| Tightest slew margin relative to the limit | 0.613 | - |
| Clk slew on worst S/H paths | 0.08 | ns |
| FF-to-FF path depth | 3 | - |
| Ratio of cells with drive above 1 in the final layout | 0.164 | - |
| Yosys warns | 2 | - |
| Leakage dissipation | 0.355 | nW |
| Width of the die | 80 | µm |
| FILL cells | 377 | - |
| Setup-violating endpoint count in the final report | 0 | - |
| Maximum number of pins on one net before global-route repair | 14 | - |
| GP Congestion | 0.805 | - |
| Global-route total usage across every layer | 0.0452 | - |
| Standard-cell row count | 21 | - |
| Synth top area share | 0.525 | - |
| Maximum clock rate | 489 | MHz |
| Buffers from clock root to sink, at most | 2 | - |
| Number of logic stages on the critical path including buffering | 1 | - |
| Class of the worst hold path | flip-flop to flip-flop | - |
| Core Footprint | 3420 | µm² |
| Crit-path cells | clkdlybuf4s50_1 | - |
| Biggest cell delay along the critical path | 0.57 | ns |
| Final global-route overflow total | 0 | - |
| Vias in the first global route | 471 | - |
| Pins Over Slew Limit | 0 | - |
| Number of buffers inserted by hold repair at cts | 0 | - |
| Top Ports | 17 | - |
| Post-route minimum period | 2.04 | ns |
| Buffers & Inverters on Critical Path | 1 | - |
| Worst-Skew Late Latency | 0.27 | ns |
| TritonCTS clock tree | built | - |
| Final Hold Viols | 0 | - |
| Count of instances resized after the clock tree is built | 0 | - |
| Number of port buffers | 16 | - |
| Total power density per cell area | 834 | nW/µm² |
| Yosys top cell by area | dfrtp_1 | - |
| Routed via count | 470 | - |
| Destination of the worst register-to-register timing path | cnt10_high.q[3]$_DFFE_PN0P_ | - |
| RSZ-0062 raised after global routing | no | - |
| Violation count after the first detailed-routing iteration | 20 | - |
| Routed via count divided by cell count | 3.95 | - |
| Layout area overhead | 37.6 | % |
| Commonest non-fill, non-tap cell in the layout | clkdlybuf4s50_1 | - |
| Worst reg2reg startpoint | phase.q[4]$_DFFE_PN0P_ | - |
| Setup tns final | 0 | ns |
| Die Y | 80 | µm |
| Post-route DRC violation count | 0 | - |
| Data required time of the worst path | 2.64 | ns |
| Master cell of the clock root buffer | clkbuf_4 | - |
| Worst slew pin tran | 0.579 | ns |
| Last element of the critical path | q_ph[4] | - |
| Routed len/inst | 11.0 | µm |
| Max-cap violations | 0 | - |
| Wire length of the first global-routing pass | 2370 | µm |
| Most common logic cells in the final layout | clkdlybuf4s50_1, dfrtp_1, nor3_1, mux2_2 | - |
| Antenna Nets Post-Route | 0 | - |
stage by stage:
| step | instance area [µm²] | hold slack [ns] | worst slack [ns] | utilization | cells |
|---|---|---|---|---|---|
| after global placement | 825 | 0.522 | 1.56 | 0.241 | 115 |
| final | 852 | 0.530 | 1.26 | 0.249 | 119 |
| after global routing | 852 | 0.571 | 1.12 | 0.249 | 119 |
| after detailed placement | 825 | 0.525 | 1.56 | 0.241 | 115 |
| after floorplan | 619 | 0.364 | 2.12 | - | 55 |
| after CTS | 852 | 0.538 | 1.24 | 0.249 | 119 |
Yosys cell counts (all sizes together):
library cell and number:
a21o 1, xnor2 3, a21oi 1, nor2b 3, o2111ai 1, inv 1
and3b 1, or3 1, nand4 1, o21ai 3, and4b 1, xor2 1
dfrtp 13, o41ai 1, nand2 3, a22o 1, nor2 2, mux2 5
nand3 2, a41o 1, nor3 5, and2b 2, buf 2
worst min path at each step:
stage                                         to  slack, ns
after CTS             cnt10_low.q[2]$_DFFE_PN0P_       0.54
after global routing  cnt10_low.q[2]$_DFFE_PN0P_       0.57
final                 cnt10_low.q[2]$_DFFE_PN0P_       0.53
flip-flops by register name, indices dropped and copies added, names as in the netlist:
register / count
cnt10_low.q: 4
cnt10_high.q: 4
phase.q: 5
where the power goes:
part	switching, mW	internal, mW	leakage [nW]
sequential	0.104	0.225	0.164
combinational	0.0773	0.208	0.173
clock	0.0519	0.0448	0.0177
layout make-up:
type / instances / area, µm² / share of cell area
Clock buffer: 3 / 22.5 / 0.0264
Clock inverter: 1 / 5.00 / 0.00587
Inverter: 1 / 3.75 / 0.00441
Multi-Input combinational cell: 39 / 278 / 0.326
Sequential cell: 13 / 325 / 0.382
Tap cell: 46 / 57.6 / 0.0675
Timing Repair Buffer: 16 / 160 / 0.188
layer usage:
metal  part of all wire  track usage  vias up
met5                  0            0        -
met4             0.0038      0.00704        0
met3              0.070       0.0205        2
met2               0.45       0.0642        8
met1               0.48       0.0625      225
li1                   -            -      235
logic make-up after synthesis:
group / share of synthesized area
AND-OR/OR-AND: 0.105
XOR/XNOR: 0.0566
flip-flops: 0.525
buffers and inverters: 0.0263
multiplexers: 0.0909
AND/OR/NAND/NOR: 0.196
Power and IR drop assume default switching activity.
